[config.mk]
export PLATFORM = sky130hd
export DESIGN_NAME = DownClocking_clk
export DESIGN_NICKNAME = DownClocking_clk
export VERILOG_FILES = /design/flow/design.v
export SDC_FILE = /design/flow/constraint.sdc
export NUM_CORES = 4
export LEC_CHECK = 1
export CORE_AREA = 10 10 84 84
export DIE_AREA = 0 0 94 94
[constraint.sdc]
current_design DownClocking_clk

set clk_period 3.0
set clk_io_pct 0.2

create_clock -name clk0 -period $clk_period [get_ports {clock_in}]

set non_clock_inputs [all_inputs -no_clocks]
set_input_delay [expr $clk_period * $clk_io_pct] -clock clk0 $non_clock_inputs
set_output_delay [expr $clk_period * $clk_io_pct] -clock clk0 [all_outputs]
[design.v]
`timescale 1ns / 1ps
module DownClocking_clk(input clock_in, rst,
                        output reg clock_out
    );
	logic [10:0] d, cnt;
	always_ff @ (posedge clock_in or posedge rst)
	begin
	 if (rst)
		cnt <= 0;
	 else 
		cnt <= d;
	end
	always_comb begin
		if (cnt == 'd1042)
		  d = 1'd0;
		else
		  d = cnt+1;
    end
	always_ff @ (posedge clock_in or posedge rst) begin
	 if (rst)
		     clock_out <= 0;
		else if (cnt == 'd521)
		     clock_out <= ~clock_out;
    end
endmodule
[run.sh]
#!/bin/bash
# OpenROAD 26Q1-2900-gdf79404cd8, Yosys 0.63+post, stock flow scripts
make -C /OpenROAD-flow-scripts/flow DESIGN_CONFIG=/design/flow/config.mk WORK_HOME=/design/flow/orfs finish
==> flow_results.xml <==
<?xml version="1.0" encoding="UTF-8"?>
<metrics>
  <group name="finish">
    <metric name="finish.instance_area" unit="sq um">749</metric>
    <metric name="flow.area_growth_from_synthesis" unit="%">27.7</metric>
    <metric name="nFillCells" unit="">598</metric>
    <metric name="drive_above_1_share" unit="%">11.7</metric>
  </group>
  <group name="synthesis">
    <metric name="synthSimpleGateAreaFrac" unit="%">23.7</metric>
    <metric name="yosys_instances" unit="">54</metric>
    <metric name="yosysSeqAreaShare" unit="%">51.2</metric>
    <metric name="yosys_warns" unit="">1</metric>
    <metric name="syn-mean-instance-area" unit="sq um">10.9</metric>
    <metric name="cell_types_occupying_the_most_area_after_synthesis" unit="">sky130_fd_sc_hd__dfrtp_1, sky130_fd_sc_hd__xnor2_1, sky130_fd_sc_hd__ha_1, sky130_fd_sc_hd__xor2_1, sky130_fd_sc_hd__nor2_1</metric>
    <metric name="post_synth_fa_ha_maj_area_fraction" unit="%">6.40</metric>
    <metric name="ys_top_logic_family" unit="">simple AND/OR/NAND/NOR gates</metric>
    <metric name="synth_top_area_share" unit="%">51.2</metric>
    <metric name="ys_area" unit="sq um">587</metric>
    <metric name="yosys.area.top_type" unit="">sky130_fd_sc_hd__dfrtp_1</metric>
    <metric name="area_fraction_in_compound_gates_after_synthesis" unit="%">2.77</metric>
    <metric name="synth_area" unit="sq um">587</metric>
    <metric name="xor_xnor_fraction_of_synth_area" unit="%">13.4</metric>
    <metric name="synth.area.mux_share" unit="%">0</metric>
    <metric name="yosysUniqueCellTypes" unit="">17</metric>
    <metric name="synth-seq-cells" unit="">12</metric>
    <metric name="synthesis.instances" unit="">54</metric>
  </group>
  <group name="drt">
    <metric name="detailroute.via_count" unit="">385</metric>
    <metric name="route.detailed.vias_per_inst" unit="">2.96</metric>
    <metric name="residual_drc" unit="">0</metric>
    <metric name="drt-wirelength-per-cell" unit="um">7.41</metric>
    <metric name="detail_route_met3_wl" unit="um">96</metric>
    <metric name="dr.max_layer_used" unit="">met4</metric>
    <metric name="antenna_left" unit="">0</metric>
    <metric name="drt-initial-drc-count" unit="">8</metric>
    <metric name="number_of_iterations_in_the_first_detailed_routing_pass" unit="">2</metric>
    <metric name="route.antenna.diode_count" unit="">0</metric>
    <metric name="totalWireLength" unit="um">963</metric>
    <metric name="met2_length" unit="um">407</metric>
    <metric name="met1Wirelength" unit="um">453</metric>
  </group>
  <group name="clocking">
    <metric name="cts_hold_buf" unit="">0</metric>
    <metric name="insertion_delay" unit="ps">240</metric>
    <metric name="path_clk_slew" unit="ps">50</metric>
    <metric name="cts.repair.resized" unit="">0</metric>
    <metric name="cts-htree-levels" unit="">1</metric>
    <metric name="cts_post_setup_buffers_inserted" unit="">0</metric>
    <metric name="root_buffer" unit="">sky130_fd_sc_hd__clkbuf_8</metric>
    <metric name="cts.sinks" unit="">12</metric>
    <metric name="cts_made_buffers" unit="">3</metric>
    <metric name="number_of_buffers_between_clock_root_and_the_deepest_sink" unit="">2</metric>
    <metric name="cts_tree" unit="">built</metric>
  </group>
  <group name="global_route">
    <metric name="gr-usage-all-layers" unit="%">2.54</metric>
    <metric name="number_of_global_route_vias_before_repair" unit="">392</metric>
    <metric name="grt_first_pass_wirelength" unit="um">1810</metric>
    <metric name="grt_antenna_before_repair" unit="">0</metric>
    <metric name="grt_start_max_net_pins" unit="">13</metric>
    <metric name="grt_overflow" unit="">0</metric>
  </group>
  <group name="sta">
    <metric name="slew_violations" unit="">0</metric>
    <metric name="final_period_minus_worst_setup_slack" unit="ps">1650</metric>
    <metric name="setup_repair_after_global_routing_missed_its_margin" unit="">false</metric>
    <metric name="tns" unit="ps">0</metric>
    <metric name="fmax" unit="MHz">604</metric>
    <metric name="timing.final.setup_violations" unit="">0</metric>
    <metric name="fin_worst_skew" unit="ps">1.73</metric>
    <metric name="timing.slew.headroom" unit="%">70.1</metric>
    <metric name="fin_crit_sh" unit="%">55.2</metric>
    <metric name="worst_pin_slew" unit="ps">448</metric>
    <metric name="timing.final.hold_violations" unit="">0</metric>
    <metric name="setup_slack" unit="ps">1350</metric>
  </group>
  <group name="place">
    <metric name="place_ws" unit="ps">1550</metric>
    <metric name="dpl.hpwl" unit="um">732</metric>
    <metric name="port_buffers" unit="">2</metric>
    <metric name="post_detailed_placement_cell_area" unit="sq um">694</metric>
    <metric name="place_congestion" unit="">0.811</metric>
  </group>
  <group name="critical_path">
    <metric name="critical_path.max_stage_delay" unit="ps">470</metric>
    <metric name="timing_startpoint_of_the_critical_path" unit="">clock_out</metric>
    <metric name="crit_path_top_delay_cell" unit="">sky130_fd_sc_hd__clkdlybuf4s50_1</metric>
    <metric name="critical_path_arrival" unit="ps">1050</metric>
    <metric name="cp_top_family" unit="">buffers and inverters</metric>
    <metric name="worstSetupPathType" unit="">flop to primary output</metric>
    <metric name="crit_path_cell_trace" unit="">clkdlybuf4s50_1</metric>
    <metric name="setup.worst_path.end_class" unit="">primary output</metric>
    <metric name="critPathRequiredTime" unit="ps">2400</metric>
    <metric name="setup.worst_path.start_class" unit="">flop</metric>
    <metric name="worst_r2r_startpoint" unit="">cnt[0]</metric>
    <metric name="worst-path-buf-inv" unit="">1</metric>
    <metric name="critical_path_peak_fanout" unit="">2</metric>
  </group>
  <group name="power">
    <metric name="design_power_total" unit="uW">339</metric>
    <metric name="swShare" unit="%">17.7</metric>
    <metric name="share_seq_of_total_power" unit="%">47.8</metric>
    <metric name="power.switching" unit="uW">59.9</metric>
    <metric name="cellInternalPower" unit="uW">279</metric>
    <metric name="p_comb_share" unit="%">1.3</metric>
    <metric name="ir_worst_vdd" unit="mV">0.249</metric>
    <metric name="clkPwrFrac" unit="%">50.9</metric>
    <metric name="cellLeakagePower" unit="nW">0.292</metric>
    <metric name="power-per-cell-area" unit="mW/mm^2">452</metric>
  </group>
  <group name="floorplanning">
    <metric name="cell_row_count" unit="">26</metric>
    <metric name="dieHeight" unit="um">94</metric>
    <metric name="chipArea" unit="sq mm">0.00884</metric>
    <metric name="io_pins" unit="">3</metric>
    <metric name="design.core.area" unit="sq mm">0.00520</metric>
    <metric name="fp-utilization" unit="%">11.3</metric>
    <metric name="die.size.x" unit="um">94</metric>
  </group>
  <group name="worst_hold_path">
    <metric name="hold_path_class" unit="">flop to flop</metric>
    <metric name="hold_path_startpoint" unit="">clock_out</metric>
  </group>
  <group name="flow_run">
    <metric name="count_of_max_cap_constraint_violations" unit="">0</metric>
    <metric name="log.warning_count" unit="">27</metric>
  </group>
  <group name="run_status">
    <metric name="outcome" unit="">complete, no violations</metric>
  </group>
</metrics>
[worst register-to-register path: cells and delay by family (launching register included)]
kind	cells	cell delay (ps)
DFF	1	430
and+or+nand+nor	2	610
adders and majority gates	1	230
AOI/OAI and AO/OA	1	140
[power by group through the flow]
stage / Clock, mW / Sequential [mW] / Combinational (mW)
after CTS: 0.178 / 0.162 / 0.00464
after global routing: 0.187 / 0.162 / 0.00498
final: 0.172 / 0.162 / 0.00430
[synth_stat cells]
master,n
sky130_fd_sc_hd__a21oi_2,1
sky130_fd_sc_hd__xnor2_1,5
sky130_fd_sc_hd__xor2_1,4
sky130_fd_sc_hd__or3_1,1
sky130_fd_sc_hd__nor4bb_1,2
sky130_fd_sc_hd__ha_1,3
sky130_fd_sc_hd__and4_1,1
sky130_fd_sc_hd__nand4_1,2
sky130_fd_sc_hd__o31ai_1,1
sky130_fd_sc_hd__inv_1,4
sky130_fd_sc_hd__nand2_1,2
sky130_fd_sc_hd__nor2_1,6
sky130_fd_sc_hd__nor3_1,4
sky130_fd_sc_hd__or4_4,1
sky130_fd_sc_hd__dfrtp_1,12
sky130_fd_sc_hd__nand3_2,1
sky130_fd_sc_hd__nand3_1,4
[cells by family (layout without fill, tap and decap cells)]
family,Yosys count,count (layout)
buf+inv,4,10
simple gates,24,24
flops,12,12
fa+ha+maj,3,3
compound gates,2,2
xor+xnor,9,9
[flip-flops by register name (all words and copies together) (netlist names)]
register	flops
cnt	11
clock_out	1
[metrics by stage]
| step | util (%) | hold slack (ps) | cells |
|---|---|---|---|
| after floorplan | - | 424 | 54 |
| after global placement | 13.3 | 460 | 126 |
| after detailed placement | 13.3 | 464 | 126 |
| after CTS | 14.4 | 475 | 130 |
| after global routing | 14.4 | 492 | 130 |
| final | 14.4 | 471 | 130 |
[area by class of cell]
cell class,instances,area [sq um],area share [%]
tap,70,87.6,11.7
timing repair buffer,2,20.0,2.67
clock buffer,4,55.1,7.35
inverter,4,15.0,2.00
multi-input combinational,38,272,36.2
sequential,12,300,40.1
[cells in the final DEF, fill, tap and decap left out]
master | netlist | final
sky130_fd_sc_hd__o31ai_1 | 1 | 1
sky130_fd_sc_hd__a21oi_2 | 1 | 1
sky130_fd_sc_hd__clkdlybuf4s50_1 | 0 | 2
sky130_fd_sc_hd__nand3_1 | 4 | 4
sky130_fd_sc_hd__nand3_2 | 1 | 1
sky130_fd_sc_hd__nor4bb_1 | 2 | 2
sky130_fd_sc_hd__xor2_1 | 4 | 4
sky130_fd_sc_hd__and4_1 | 1 | 1
sky130_fd_sc_hd__ha_1 | 3 | 3
sky130_fd_sc_hd__nand2_1 | 2 | 2
sky130_fd_sc_hd__or4_4 | 1 | 1
sky130_fd_sc_hd__xnor2_1 | 5 | 5
sky130_fd_sc_hd__nor3_1 | 4 | 4
sky130_fd_sc_hd__or3_1 | 1 | 1
sky130_fd_sc_hd__nand4_1 | 2 | 2
sky130_fd_sc_hd__nor2_1 | 6 | 6
sky130_fd_sc_hd__dfrtp_1 | 12 | 12
sky130_fd_sc_hd__inv_1 | 4 | 4
sky130_fd_sc_hd__clkbuf_8 | 0 | 4
[metal layers]
layer / vias to the layer above / GRT usage, %
met1: 182 / 3.27
met5: - / 0
met3: 2 / 1.94
met4: 0 / 0.127
li1: 196 / -
met2: 5 / 3.46
[worst paths after layout]
kind,depth (start not counted),end,slack (ps)
max,1,clock_out,1350
min,1,clock_out,470
max reg2reg,4,cnt[10],1520
min reg2reg,1,clock_out,470
max in group asynchronous,2,cnt[10],2030
min in group asynchronous,2,cnt[7],660
Power figures rest on the tool's default switching activity, not on a simulated workload.
