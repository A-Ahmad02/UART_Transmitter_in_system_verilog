## design.v

```verilog
`timescale 1ns / 1ps
module Comparator_3bit(output logic out,
                        input [2:0] in0, in1
                    );
always_comb begin
    if(in0 == in1)
        out = 1'b1;
    else
        out = 1'b0;
end                    
endmodule
`timescale 1ns / 1ps
module Comparator_4bit(output logic out,
                        input [3:0] in0, in1
                    );
always_comb begin
    if(in0 == in1)
        out = 1'b1;
    else
        out = 1'b0;
end                    
endmodule
`timescale 1ns / 1ps
module Controller(output reg RTS, clk,wr,shift_en,baud,
                  input logic CLK,rst,en,tx_start,CTS
                );
wire [3:0] cnt; 
wire [2:0] state;
wire load, shift_en_n, transmit;
assign clk = CLK;
DownClocking_BaudRate DC2(.clock_in(clk), .rst(rst), .clock_out(baud));  
StateMachine FSM(.RTS(RTS), .current(state), .clk(clk), .rst(rst), .en(en), .tx_start(tx_start), .CTS(CTS), .shift(shift_en));
Comparator_3bit Cp1(.out(wr), .in0(3'b001), .in1(state));
Comparator_3bit Cp2(.out(transmit), .in0(3'b100), .in1(state));
Edge_to_Pulse Et(.pulse(load), .clk(clk), .rst(rst), .level(transmit));
Reloadable_DownCounter Rd(.rst(rst), .baud(baud), .load(load), .sel(4'b1011), .cnt(cnt));  
Comparator_4bit Cp3(.out(shift_en_n), .in0(4'b0000), .in1(cnt));
not n1(shift_en,shift_en_n);
endmodule
`timescale 1ns / 1ps
module D_FlipFlop(  output logic q,
                    input logic clk, rst, en, d
                    );
always_ff @ (posedge clk or posedge rst)
begin
    if (rst)
    q <= 1'b0;
    else
        begin
            if (en)
            q <= d;
            else
            q <= q;
        end
end
endmodule
`timescale 1ns / 1ps
module DownClocking_BaudRate(input clock_in, rst,
                        output reg clock_out
    );
	logic [4:0] d, cnt;
	always_ff @ (posedge clock_in or posedge rst)
	begin
	 if (rst)
		cnt <= 0;
	 else 
		cnt <= d;
	end
	always_comb
	   if (cnt == 20)
	       d <= 1'b0;
      else
		  d <= cnt+1;
	always_comb begin
		if (cnt >= 10)
		      clock_out = 1;
		else
		      clock_out = 0;
    end
endmodule
`timescale 1ns / 1ps
module Edge_to_Pulse(output pulse,
                    input logic clk,rst, level
    );
wire Q;
D_FlipFlop DFF(.q(Q), .clk(clk) , .rst(rst), .en(1'b1), .d(level));  
and a1(pulse,~Q,level);
endmodule
`timescale 1ns / 1ps
module Reloadable_DownCounter(input rst, baud, load,
                    input reg [3:0] sel,
                    output logic [3:0] cnt
    );
   always @(posedge baud or posedge rst or posedge load)
    begin
    if(rst)
        cnt <= 'd0;
    else if (load)
        cnt <= sel;
    else if (cnt=='d0)
        cnt <= 0;
    else 
        cnt <= cnt - 1;
    end
endmodule
`timescale 1ns / 1ps
module StateMachine(output reg RTS,
                    output reg [2:0] current,
                    input logic clk,rst,en,tx_start,CTS,shift
                );
localparam Idle = 3'b000;
localparam Write = 3'b001;
localparam Wait_ = 3'b010;
localparam Request = 3'b011;
localparam Transmit = 3'b100;
reg [2:0] next;
always_ff @(posedge clk or posedge rst) begin
    if(rst) 
        current <= Idle;
    else
        current <= next;
end
always_comb begin
    case(current)
    Idle: if (en) next = Write;
            else  next = Idle;
    Write: if (tx_start) next = Request;
            else if (en)  next = Write;
            else  next = Wait_;
    Wait_: if (tx_start) next = Request;
            else  next = Wait_;
    Request: if (CTS) next = Transmit;
            else  next = Request;
    Transmit: if (shift) next = Transmit;
            else  next = Idle;
    default: next = Idle;
    endcase
end
always_comb begin
    case(current)
    Idle: RTS = 0;
    Write: if (tx_start) RTS = 1;
            else  RTS = 0;
    Wait_: if (tx_start) RTS = 1;
            else  RTS = 0;
    Request: if (CTS) RTS = 0;
            else  RTS = 1;
    Transmit: RTS = 0;
    default: RTS = 0;
    endcase
end
endmodule
```

## run.sh

```bash
#!/bin/bash
# OpenROAD 26Q1-2900-gdf79404cd8, Yosys 0.63+post, stock flow scripts
make -C /OpenROAD-flow-scripts/flow DESIGN_CONFIG=/design/flow/config.mk WORK_HOME=/design/flow/orfs finish
```

## config.mk

```make
export PLATFORM = sky130hd
export DESIGN_NAME = Controller
export DESIGN_NICKNAME = Controller
export VERILOG_FILES = /design/flow/design.v
export SDC_FILE = /design/flow/constraint.sdc
export NUM_CORES = 4
export LEC_CHECK = 1
export CORE_AREA = 10 10 74 74
export DIE_AREA = 0 0 84 84
```

## constraint.sdc

```tcl
current_design Controller

set clk_period 2.1
set clk_io_pct 0.2

create_clock -name clk0 -period $clk_period [get_ports {CLK}]

set non_clock_inputs [all_inputs -no_clocks]
set_input_delay [expr $clk_period * $clk_io_pct] -clock clk0 $non_clock_inputs
set_output_delay [expr $clk_period * $clk_io_pct] -clock clk0 [all_outputs]
```

==> run summary <==
net switching power: 119 uW
Hold Path Class: in2async
Antenna diodes: 0
final worst-path cycle share: 90.5%
Die Size: 7060 um^2
Switching Fraction: 18.3%
ratio of cells with drive above 1 in the final layout: 18.8%
Worst R2R Setup Slack: 0.81 ns
Worst R2R Start: DC2.cnt[1]$_DFF_PP0_
Vias: 515
sequential power share: 36.7%
row cnt: 23
Placer Congestion: 0.718
initial core utilization: 17.9%
Static Leak: 0.000470 uW
Least-Margin Pin Slew: 0.511 ns
global route overflow: 0
initial antenna violation count: 0
area post-placement: 856 um^2
Syn Area/Cell: 11.7 um^2
Clock Latency Late Sink: 0.33 ns
hold buffer count at CTS: 0
CTS tree: done
Crit Path Category: reg2out
startpoint types: flop
final worst path period need: 1.90 ns
WHS: 0.449 ns
Yosys Instances: 61
post-route cell area: 976 um^2
Synth Seq Share: 56.2%
Pwr Density: 665 nW/um^2
Max Clk Rate: 526 MHz
Final ANT Viol Nets: 0
largest net degree at the start of global routing: 16
WL final: 1350 um
DRT iter0 DRCs: 24
relative slew slack: 65.9%
area reported by Yosys stat: 711 um^2
CP max FO: 2
Async SR Flop Fraction: 100%
ys flops: 15
global-route wire length before repair: 2440 um
Reg-to-Reg End: DC2.cnt[4]$_DFF_PP0_
Area leader share: 38.7%
Critical Path AT: 1.48 ns
tool warnings: 31
register pins left without a clock: 4
largest area contributor in the netlist: dfrtp_1
cell area after synthesis: 711 um^2
RSZ-0062 raised after global routing: false
Slew Viols, Final: 0
max-cap violation count: 0
Final Instance Count excl. Fillers: 130
Ports: 10
Die Y: 84 um
Setup crit end kind: primary output
Sum Neg Setup Slack: 0 ns
final routed DRC violation total: 0
CP required: 1.68 ns
final tally of setup violations: 0
endpoints left unconstrained: 5
WL/cell: 10.4 um
Post-Place Cells: 119
Syn Inst Count: 61
unique cell type count in the Yosys netlist: 25
Worst-path clk slew: 0.05 ns
clock share of power: 56.8%
cell with the most instances after synthesis: dfrtp_1
outcome: completed
Logic pwr share: 6.4%
All-Layer GR Usage: 4.02%
vias in the first global route: 556
Pint: 530 uW
core region area: 3970 um^2
IO buf count: 9
Filler cells: 414
flip-flops with a built-in enable: 0
Reg2Reg Depth: 5
Area Overhead vs Synth: 37.3%
Commonest flop: dfrtp_1
Synth Warn #: 9
Max VDD drop: 0.000190 V
clock skew: 0.000124 ns
endpoints failing hold: 0
biggest area cells: dfrtp_1 (39%), dfbbp_1 (14%), ha_1 (5.3%), o21ai_0 (4.9%), dfstp_2 (3.7%)
1st-pass router iterations: 3
Die Span X: 84 um
Vias/cell: 3.96
hpwl dp: 950 um
synth cell count leaders: dfrtp_1 (11), inv_1 (7), o21ai_0 (7), a21oi_1 (4), nand2b_1 (4)
==> flip-flops by register name, summed over array words and instances, names as in the netlist <==
register / count
DC2.cnt: 5
Rd.cnt: 4
FSM.current: 5
Et.DFF.q: 1
==> power by group through the flow <==
| stage | clock, uW | combinational [uW] | sequential [uW] |
|---|---|---|---|
| CTS | 390 | 44.2 | 238 |
| global route | 408 | 46.8 | 240 |
| finish | 369 | 41.8 | 238 |
==> layout by cell type (no fill, tap or decap) <==
cell type	synthesis	final
o21ai_0	7	6
a211o_1	1	1
or4b_1	1	1
dlygate4sd2_1	0	1
mux2_2	1	1
dlymetal6s2s_1	0	2
o21bai_1	1	1
dfstp_2	1	1
o31ai_1	1	1
o21ai_1	0	1
and4b_1	1	1
clkdlybuf4s50_1	0	6
nor4_4	1	1
and3b_1	2	2
dfbbp_1	3	3
nand2b_1	4	4
dfrtp_1	11	11
clkbuf_8	0	6
nor2_1	1	1
a22o_1	2	2
a21oi_1	4	4
o31a_2	1	1
nand2_1	2	2
nor2b_1	1	1
inv_2	1	1
ha_1	3	3
clkbuf_1	0	1
o21a_1	1	1
inv_1	7	7
buf_4	1	4
nand3_1	2	2
==> kinds of logic (layout without fill, tap and decap cells) <==
logic type	count (synthesis)	after routing	synth area share [%]
buffers and inverters	9	28	5.28
DFF	15	15	56.2
and+or+nand+nor	15	15	15.7
AOI/OAI and AO/OA	18	18	16.0
adders and majority gates	3	3	5.28
muxes	1	1	1.58
==> metal layers <==
metal	vias to the layer above	GRT usage (%)	share of wire, %
met2	8	6.20	46
met3	3	2.07	6.0
met5	-	0	0
li1	254	-	-
met4	0	1.22	2.4
met1	250	4.75	45
==> final cells by class <==
| class | count | area (um^2) | area share, % |
|---|---|---|---|
| sequential | 15 | 399 | 40.9 |
| multi-input combinational | 37 | 274 | 28.1 |
| clock buffer | 8 | 98.8 | 10.1 |
| inverter | 8 | 30.0 | 3.08 |
| tap | 50 | 62.6 | 6.41 |
| timing repair buffer | 12 | 111 | 11.4 |
==> worst max-delay path by stage <==
stage	startpoint	to	slack, ns	depth (start not counted)
CTS	CLK	clk	0.004	3
finish	DC2.cnt[0]$_DFF_PP0_	baud	0.20	5
global route	DC2.cnt[0]$_DFF_PP0_	baud	0.06	5
==> stage by stage <==
stage,utilization [%],setup WS [ns],power (uW)
2_1_floorplan,-,0.532,281
3_3_place_gp,21.6,0.0405,315
3_5_place_dp,21.6,0.0398,316
4_1_cts,24.4,0.00413,672
5_1_grt,24.6,0.0566,695
6_report,24.6,0.200,649
==> critical path: stages, from the launching register on <==
cell and delay [ns]:
dfrtp_1 0.34, inv_1 0.06, ha_1 0.19, o31ai_1 0.19, nand2b_1 0.11, dlygate4sd2_1 0.25
==> timing repair <==
item / 4_1_cts / 5_1_grt
setup buffers: 4 / 0
resized: 1 / 3
endpoints found under the setup margin: 1 / 2
Power is estimated from default activity; no workload was simulated.
